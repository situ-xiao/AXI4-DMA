==> design/flow/config.mk <==
export PLATFORM = sky130hd
export DESIGN_NAME = sync_fifo
export DESIGN_NICKNAME = sync_fifo
export VERILOG_FILES = /design/flow/design.v
export SDC_FILE = /design/flow/constraint.sdc
export NUM_CORES = 4
export LEC_CHECK = 1
export CORE_UTILIZATION = 50
==> design/flow/constraint.sdc <==
current_design sync_fifo

set clk_period 10.8
set clk_io_pct 0.2

create_clock -name clk0 -period $clk_period [get_ports {clk}]

set non_clock_inputs [all_inputs -no_clocks]
set_input_delay [expr $clk_period * $clk_io_pct] -clock clk0 $non_clock_inputs
set_output_delay [expr $clk_period * $clk_io_pct] -clock clk0 [all_outputs]
==> design/flow/run.sh <==
#!/bin/bash
# OpenROAD 26Q1-2900-gdf79404cd8, Yosys 0.63+post, stock flow scripts
make -C /OpenROAD-flow-scripts/flow DESIGN_CONFIG=/design/flow/config.mk WORK_HOME=/design/flow/orfs finish
==> design/flow/design.v <==
`timescale 1ns / 1ps
module dp_ram
#(parameter DW=32,depth=16)
(
        wclk,
        rclk,
        dina,
        addra,
        wr_ena,
        addrb,
        rd_enb,
        doutb
    );
    input rclk;
    input wclk;
    input [DW-1:0]dina;
    input [clogb2(depth)-1:0]addra;
    input wr_ena;
    input [clogb2(depth)-1:0]addrb;
    input rd_enb;
    output reg [DW-1:0]doutb;
    reg [DW-1:0]mem[depth-1:0];
    always@(posedge wclk)begin
        if(wr_ena==1)begin
            mem[addra]<=dina;
        end
    end
    always@(posedge rclk)begin
        if(rd_enb==1)begin
            doutb<=mem[addrb];
        end
    end
    function integer clogb2(integer number);
           begin
               for(clogb2=0;number >0;clogb2=clogb2+1)
                    number=number>>1;
               end
           endfunction
endmodule
`timescale 1ns / 1ps
module sync_fifo
#(parameter DW=32,depth=16)
(
    clk,
    rstn,
    din,
    wr_en,
    rd_en,
    dout,
    empty,
    full,
    overflow,
    underflow
);
  input clk;
  input [DW-1:0]din;
  input rstn;
  input wr_en;
  input rd_en;
  output [DW-1:0]dout;
  output reg empty; 
  output reg full; 
  output  overflow; 
  output  underflow; 
  reg   [clogb2(depth)-1:0]rd_addr;
  reg   [clogb2(depth)-1:0]wr_addr;
  wire   [1:0]flag;
  reg   [clogb2(depth)-1:0]fifo_cnt;
    dp_ram #(
            .DW(DW),
            .depth(depth)
        ) inst_dp_ram (
            .wclk   (clk),
            .rclk   (clk),
            .dina   (din),
            .addra  (wr_addr),
            .wr_ena (wr_en),
            .addrb  (rd_addr),
            .rd_enb (rd_en),
            .doutb  (dout)
        );
    assign flag={rd_en,wr_en};
    always@(posedge clk)begin
        if(!rstn)begin
            empty<=1;
            full<=0;
        end
        else begin
            if(fifo_cnt==0)begin
                empty<=1;
            end
            else if(fifo_cnt==depth-1)
                    full<=1;
            else begin
                empty<=0;
                full<=0;
            end
        end
    end
    always@(posedge clk)begin
         if(!rstn)
            wr_addr<=0;
         else if(wr_en)
                      wr_addr<=wr_addr+1;
        else 
             wr_addr<=wr_addr;
    end
 always@(posedge clk)begin
         if(!rstn)
            rd_addr<=0;
         else if(rd_en)
                      rd_addr<=rd_addr+1;
        else
            rd_addr<=rd_addr;
    end
    always@(posedge clk or negedge rstn)begin
        if(!rstn)begin
            fifo_cnt<=0;
        end
        else begin
            case(flag)
                2'b00:  begin
                        fifo_cnt<=fifo_cnt;
                    end
                2'b01:begin  
                    if(fifo_cnt!=depth-1)
                     fifo_cnt<=fifo_cnt+1;
                end
                2'b10:begin
                   if(fifo_cnt!=0)
                    fifo_cnt<=fifo_cnt-1;
                  end
                2'b11:
                    fifo_cnt<=fifo_cnt;
                default:fifo_cnt<=fifo_cnt;
            endcase
        end
    end
 assign  overflow=(wr_en&&full&&flag!=2'b11)? 1'b1 :1'b0;
 assign  underflow=(rd_en&&empty&&flag!==2'b11)? 1'b1 :1'b0;
function integer clogb2(integer number);
       begin
           for(clogb2=0;number >0;clogb2=clogb2+1)
                number=number>>1;
           end
       endfunction
endmodule
==> flow_summary.yaml <==
# generated from flow reports
status:
  outcome: "finished clean"
final_timing:
  relSlewSlack: 0.501
  final_hold_viol_count: 0
  tns_ns: 0
  fmax_mhz: 163
  finalCritPeriodShare: 0.568
  fin_skew_ns: 0.0123
  worst_pin_slew_ns: 0.749
  period_needed_ns: 6.13
  finalSetupViolCount: 0
  rsz0062_at_grt: "no"
  slew_viol_final: 0
setup_path:
  timing.rr.start: "rd_addr[1]$_SDFFE_PN0P_"
  cp-startpoint: "rd_en"
  end_kind: "output port"
  path_class: "in2out"
  cp.required_ns: 8.64
  crit_fanout: 22
  critPathArrivalTime_ns: 3.97
  start_kind: "primary input"
clock_network:
  cts_root_buf: "clkbuf_16"
  post_cts_buffers: 0
  cts-buffers-inserted: 56
  clk_path_buf_depth: 3
  cts_hold_buffers: 0
  htreeDepth: 2
  cts_sinks: 559
  worstSkewPairLatency_ns: 0.59
  cts_resized: 0
  cts_tree: "done"
  path_clk_slew_ns: 0.05
floorplan:
  die-area_um2: 42800
  die_h_um: 207
  die_x_um: 207
  fp_util: 0.511
  num_rows: 74
  coreArea_um2: 41100
  ioPinCount: 72
synthesis:
  synth-area-yosys_um2: 21000
  synth_top_area_share: 0.778
  yosys.area.top_type: "edfxtp_1"
  ys.flop_type: "edfxtp_1"
  ys_ff: 559
  edf_count: 544
  ys_warn_count: 2
  synth_area_um2: 21000
  seq_area_frac_synth: 0.794
  synth.avg_cell_area_um2: 22.8
  syn-instance-count: 919
  synthArstFlopShare: 0.00894
  ys_types: 33
  area_leaders: "edfxtp_1 (78%), mux4_2 (14%), a22oi_1 (2.4%)"
  yosys-stat-cells: 919
routing:
  drc_errors: 0
  drt-pass1-iter-count: 6
  postRouteAntennaNets: 0
  route.final.wire_length_um: 41600
  routedWlPerCell_um: 25.9
  num_vias: 9337
  drt_iter0_markers: 343
  via_per_inst: 5.82
placed_design:
  gp_congestion: 0.770
  dp_hpwl_um: 21100
  placed_cell_area_um2: 22400
  port_buffers: 71
global_route:
  grt_pass1_wl_um: 62100
  gr-total-overflow: 0
  antenna_found_initial: 3
  grt_max_degree: 70
  grt_pass1_vias: 10300
  gr-usage-all-layers: 0.230
finish:
  area_growth_pct: 15.2
  drive_gt1_frac: 0.238
  final_cell_area_um2: 24200
  fillCellCount: 2923
worst_hold_path:
  holdCritStartpoint: "empty$_SDFFE_PP1N_"
  hold_class: "reg2reg"
job:
  warnings: 28
  maxCapViolCount: 0
power:
  power_leakage_nw: 7.65
  peakVddDrop_mv: 0.140
  power.density_nw_per_um2: 193
  totalPowerFinal_mw: 4.68
## cell usage after synthesis (3+ instances only)
| cell type | count |
|---|---|
| a21oi_1 | 3 |
| a22oi_1 | 66 |
| and2_1 | 23 |
| buf_1 | 4 |
| buf_2 | 5 |
| buf_4 | 6 |
| buf_6 | 5 |
| clkbuf_1 | 27 |
| dfrtp_1 | 5 |
| dfxtp_1 | 10 |
| edfxtp_1 | 544 |
| ha_1 | 6 |
| inv_1 | 4 |
| mux2i_1 | 3 |
| mux4_2 | 128 |
| nand2_1 | 38 |
| nand4_1 | 5 |
| nor2_1 | 6 |
| nor2b_1 | 5 |
| xnor2_1 | 5 |
| xor2_1 | 6 |
## state kept, by name, summed over array words and instances (netlist names)
signal / cells
inst_dp_ram.mem: 512
full: 1
wr_addr: 4
fifo_cnt: 5
rd_addr: 4
inst_dp_ram.doutb: 32
empty: 1
## metal layers
layer / track usage / up-vias / wire length (um)
li1: - / 4099 / -
met1: 0.333 / 4690 / 14400
met2: 0.345 / 483 / 21100
met3: 0.134 / 61 / 5310
met4: 0.0383 / 4 / 783
met5: 0 / - / 27
## per-stage QoR
step                      worst slack [ns]  cells  hold slack (ns)   util
after floorplan                       6.07    919            0.437      -
after global placement                4.64   1500            0.482  0.544
after detailed placement              4.62   1500            0.490  0.544
after CTS                             4.61   1604            0.500  0.588
after global routing                  4.51   1604            0.519  0.588
final                                 4.67   1605            0.495  0.588
## cell type report
type / instances / area, um2 / area share
Clock buffer: 71 / 1480 / 0.0612
Sequential cell: 559 / 16700 / 0.689
Antenna cell: 1 / 2.50 / 0.000103
Clock inverter: 33 / 335 / 0.0139
Inverter: 4 / 15.0 / 0.000621
Timing Repair Buffer: 96 / 906 / 0.0375
Multi-Input combinational cell: 309 / 4110 / 0.170
Tap cell: 532 / 666 / 0.0275
## where the power goes
group	total, mW	internal [mW]	switching, mW
registers	2.48	2.44	0.0401
clock network	1.90	1.13	0.772
logic	0.294	0.154	0.140
total	4.68	3.72	0.952
## cell families (layout without fill, tap and decap cells)
family,after synthesis,in the layout,share of synthesized area
xor gates and xnor gates,11,11,0.00459
DFF,559,559,0.794
muxes,131,131,0.139
adders and majority gates,6,6,0.00358
and+or+nand+nor,87,87,0.0211
other,0,1,0
AOI/OAI and AO/OA,74,74,0.0258
buffers and inverters,51,204,0.0123
## worst max-delay path: stages
cell	delay (ns)
buf_2	0.51
buf_4	0.45
nand2b_1	0.24
nor2_1	0.13
clkdlybuf4s50_1	0.46
## cell usage in the layout, fill, tap and decap left out, types with 2 or more instances in the layout
cell	count
mux4_2	128
a22oi_1	66
clkinv_2	13
bufinv_16	7
and2_2	17
dfrtp_1	5
nor2b_1	3
and3_1	2
xnor2_1	5
o21ai_0	2
xor2_1	6
or4_1	2
mux2i_1	3
ha_1	6
buf_4	24
dfxtp_4	2
and2_1	6
nor2b_4	2
nor2_1	5
clkbuf_1	14
inv_1	4
a21oi_1	3
nand4_1	5
clkinv_1	11
clkdlybuf4s50_1	70
dfxtp_1	8
clkbuf_16	57
nand2_1	38
edfxtp_1	544
## path summary, 6_finish.rpt
| path | end | slack [ns] | cells past startpoint |
|---|---|---|---|
| worst max-delay path | underflow | 4.67 | 5 |
| worst min-delay path | empty$_SDFFE_PP1N_ | 0.50 | 2 |
| worst max register to register | inst_dp_ram.doutb[1]$_DFFE_PP_ | 7.53 | 5 |
| worst min register to register | empty$_SDFFE_PP1N_ | 0.50 | 2 |
| max in group asynchronous | fifo_cnt[0]$_DFFE_PN0P_ | 8.50 | 1 |
| min in group asynchronous | fifo_cnt[1]$_DFFE_PN0P_ | 1.93 | 1 |
Power is estimated from default activity; no workload was simulated.
